==> run.sh <==
#!/bin/bash
# OpenROAD 26Q1-2900-gdf79404cd8, Yosys 0.63+post, stock flow scripts
make -C /OpenROAD-flow-scripts/flow DESIGN_CONFIG=/design/flow/config.mk WORK_HOME=/design/flow/orfs finish
==> config.mk <==
export PLATFORM = sky130hd
export DESIGN_NAME = mux4_2sel
export DESIGN_NICKNAME = mux4_2sel
export VERILOG_FILES = /design/flow/design.v
export SDC_FILE = /design/flow/constraint.sdc
export NUM_CORES = 4
export LEC_CHECK = 1
export CORE_AREA = 10 10 100 100
export DIE_AREA = 0 0 110 110
==> constraint.sdc <==
current_design mux4_2sel

set clk_period 3.4
set clk_io_pct 0.2

create_clock -name clk0 -period $clk_period

set non_clock_inputs [all_inputs -no_clocks]
set_input_delay [expr $clk_period * $clk_io_pct] -clock clk0 $non_clock_inputs
set_output_delay [expr $clk_period * $clk_io_pct] -clock clk0 [all_outputs]
==> design.v <==
module mux4_2sel
    (input logic [31:0] d00, d01, d10, d11,
     input logic s0,
     input logic [1:0] s1,
     output logic [31:0] y);
always_comb begin
  if(s0==1'b1) 
    y = d11;
  else if(s1==2'b01)
    y = d01;
  else if(s1==2'b10)
    y = d10;
  else 
    y = d00;
end
endmodule : mux4_2sel
==> impl_metrics.env <==
# physical design summary
export IMPL_drt_vias_per_instance=4.43
export IMPL_place_hpwl_microns=6250
export IMPL_num_clock_buffers=0
export IMPL_layout_min_cycle_time_ns=3.23
export IMPL_grt_use_total_pct=11.3
export IMPL_floorplan_io_pins=163
export IMPL_worst_setup_timing_slack_at_the_placement_stage_ns=0.150
export IMPL_grt_pass1_wl_microns=11100
export IMPL_slew_viol_final=0
export IMPL_holdPathStages=4
export IMPL_n_antenna_cell=0
export IMPL_required_ns=2.72
export IMPL_setup_total_negative_slack_ns=0
export IMPL_netlist_top_cell_by_instances="nor2b_1"
export IMPL_synthCells=185
export IMPL_timing_critical_path_cells="clkdlybuf4s50_1 -> or2_2 -> buf_12 -> a211oi_2 -> a221oi_1 -> clkdlybuf4s50_1"
export IMPL_detailedRoute_firstPassIterationCount=4
export IMPL_yosysSeqAreaShare_pct=0
export IMPL_synthDominantAreaCellType="a211oi_2"
export IMPL_slew_headroom_pct=56.7
export IMPL_power_leakage_nw=1.24
export IMPL_fmaxAchievable_mhz=309
export IMPL_std_cell_rows=32
export IMPL_floorplan_die_area_sq_um=12100
export IMPL_grt_ovfl_total=0
export IMPL_synth_cell_type_count=12
export IMPL_seq_area_sq_um=0
export IMPL_antenna_violations_before_repair=0
export IMPL_worst_hold_path_type="input pin to primary output"
export IMPL_timing_critical_path_fanout_max=15
export IMPL_layout_sequential_cells=0
export IMPL_detail_route_iter0_violations=59
export IMPL_routed_wire_length_per_instance_microns=17.0
export IMPL_cpMaxStageDelayCell="clkdlybuf4s50_1"
export IMPL_syn2layout_area_growth_pct=112
export IMPL_gp_routability_congestion=0.846
export IMPL_rsz_0062_raised_after_global_routing="false"
export IMPL_post_synth_main_area_contributors="a211oi_2, mux2i_1, a221oi_1"
export IMPL_crit_path_max_incr_delay_ns=0.54
export IMPL_chipWidth_microns=110
export IMPL_grt_max_degree=45
export IMPL_drive_gt1_share_pct=13.2
export IMPL_post_cts_setup_repair_buffer_count=0
export IMPL_core_sq_um=7810
export IMPL_fp_util_pct=19.3
export IMPL_cp_start_kind="input pin"
export IMPL_syn_avg_cell_area_sq_um=8.16
export IMPL_critical_path_top_delay_family="buffers and inverters"
export IMPL_powerDensity_nw_per_um2=121
export IMPL_vias=1932
export IMPL_fillers=767
export IMPL_dpl_instance_area_sq_um=3200
export IMPL_hold_path_startpoint="d11[25]"
export IMPL_min_to="y[25]"
export IMPL_worst_ir_drop_vdd_uv=44.8
export IMPL_end_kind="primary output"
export IMPL_power_w=0.000387
export IMPL_stage_log_warnings=32
export IMPL_post_route_worst_setup_slack_ns=0.168
export IMPL_netlist_area_sq_um=1510
export IMPL_finalWirelength_microns=7410
export IMPL_yosysChipArea_sq_um=1510
export IMPL_ant_nets=0
export IMPL_yosys_stat_cells=185
export IMPL_most_frequent_cp_cell="clkdlybuf4s50_1"
export IMPL_run_status="complete, no violations"
export IMPL_floorplan_die_height_microns=110
export IMPL_timing_setup_critical_path_class="input pin to primary output"
export IMPL_measured_slew_at_the_worst_slew_check_pin_ns=0.650
export IMPL_ys_warn_count=1
export IMPL_drcViolationCount=0
export IMPL_fin_crit_sh_pct=95.1
export IMPL_synth_top_cell_area_share_pct=24.9
export IMPL_post_cts_resized_instances=0
export IMPL_place_port_buffers=163
export IMPL_final_area_sq_um=3200
export IMPL_holdBufCountCts=0
export IMPL_hold_viol=0
export IMPL_arrival_time_at_the_worst_endpoint_ns=2.55
export IMPL_setup_violations_final=0
export IMPL_critical_path_n_buffers_inverters=3
export IMPL_yosys_top_cells_count="nor2b_1, inv_1, mux2i_1"
export IMPL_vias_in_the_first_global_route=1981
export IMPL_max_cap_violations=0
==> layout make-up <==
type	count	area, sq um	area share [%]
tap	102	128	3.99
inverter	32	120	3.75
multi-input combinational	130	1220	38.1
timing repair buffer	172	1730	54.2
==> placed cells by master (no fill, tap or decap) <==
cell type / Yosys / routed
buf_12: 0 / 3
a211oi_1: 2 / 2
a211oi_2: 30 / 30
or2_2: 0 / 1
mux2i_1: 32 / 32
inv_1: 32 / 32
a221oi_2: 2 / 2
nor2b_2: 0 / 1
a221oi_1: 30 / 30
buf_4: 5 / 7
clkdlybuf4s50_1: 0 / 162
nor2b_1: 33 / 32
==> per-stage QoR <==
step	utilization [%]	cells	hold WS [ns]
finish	41.0	436	2.28
global placement	41.0	436	2.28
global route	41.0	436	2.31
CTS	41.0	436	2.29
detailed placement	41.0	436	2.29
floorplan	-	185	1.43
==> routing by layer <==
metal	global-route usage (%)	share of wire [%]	vias to the layer above
met3	4.05	12	4
met1	14.3	40	840
li1	-	-	994
met2	18.8	47	94
met5	0	0	-
met4	0.836	0.74	0
==> tightest hold or removal path, cell delays in order <==
cell,delay (ns)
clkdlybuf4s50_1,0.39
inv_1,0.06
a221oi_2,0.06
clkdlybuf4s50_1,0.40
==> power by group <==
part	switching (W)	internal (W)	total, W
Clock	0	0	0
Sequential	0	0	0
Combinational	0.000121	0.000266	0.000387
Total	0.000121	0.000266	0.000387
==> how the worst max path moves through the flow <==
stage         from     to  slack [ns]  cells past startpoint
CTS             s0  y[30]        0.14                      6
global route    s0  y[30]        0.06                      6
finish          s0  y[30]        0.17                      6
==> kinds of logic after synthesis <==
| group | synth area share (%) |
|---|---|
| AND-OR/OR-AND | 45.2 |
| buffers and inverters | 19.5 |
| AND/OR/NAND/NOR | 14.1 |
| multiplexers | 21.2 |
No activity file was given, so power comes from the tool's default toggle rates.
