**flow/run.sh**
```bash
#!/bin/bash
# OpenROAD 26Q1-2900-gdf79404cd8, Yosys 0.63+post, stock flow scripts
make -C /OpenROAD-flow-scripts/flow DESIGN_CONFIG=/design/flow/config.mk WORK_HOME=/design/flow/orfs finish
```
**flow/config.mk**
```make
export PLATFORM = sky130hd
export DESIGN_NAME = branch_taken
export DESIGN_NICKNAME = branch_taken
export VERILOG_FILES = /design/flow/design.v
export SDC_FILE = /design/flow/constraint.sdc
export NUM_CORES = 4
export LEC_CHECK = 1
export CORE_AREA = 10 10 142 142
export DIE_AREA = 0 0 152 152
```
**flow/constraint.sdc**
```tcl
current_design branch_taken

set clk_period 25.0
set clk_io_pct 0.2

create_clock -name clk0 -period $clk_period

set non_clock_inputs [all_inputs -no_clocks]
set_input_delay [expr $clk_period * $clk_io_pct] -clock clk0 $non_clock_inputs
set_output_delay [expr $clk_period * $clk_io_pct] -clock clk0 [all_outputs]
```
**flow/design.v**
```verilog
module branch_taken(
 input logic [6:0] Opcode_i,
 input logic [31:0] A_Pc_i,
 input logic [31:0] Rs1_data_i,
 input logic [31:0] B_Alu_Data_i,
 input logic [31:0] C_Alu_Data_i,
 input logic [4:0] A_addr_Rs1_i,
 input logic [4:0] B_addr_Rd_i,
 input logic [4:0] C_addr_Rd_i,
 input logic B_regs_wr_en_i,
 input logic C_regs_wr_en_i,
 input [31:0] imm_taken_i,
 output pcmux_sel_i,
 output [31:0] pc_taken	
);
  logic [31:0] data;
  assign data = ((B_regs_wr_en_i) && (B_addr_Rd_i != 0) && (B_addr_Rd_i == A_addr_Rs1_i)) ? B_Alu_Data_i:
                ((C_regs_wr_en_i) && (C_addr_Rd_i != 0) && (C_addr_Rd_i == A_addr_Rs1_i)) ? C_Alu_Data_i : Rs1_data_i;
  assign pcmux_sel_i = (Opcode_i == 7'b1100011 || Opcode_i == 7'b1100111 || Opcode_i == 7'b1101111) ? 1'b1 : 1'b0;
  assign pc_taken = (Opcode_i == 7'b1100011 || Opcode_i == 7'b1101111) ? (A_Pc_i + imm_taken_i) :  (Opcode_i == 7'b1100111) ? (data + imm_taken_i) : 14'b0;
endmodule : branch_taken
```
==> results.ini <==
[finish]
clkbuf_count=0
post-route-util_pct=39.7
register_area_um2=0
seq_cells=0
fillCellCount=1803
syn_to_final_growth_pct=54.4
mi_logic_area_um2=4280
drive_gt1_share_pct=2.19
final_cells=1049

[worst_hold_path]
whs_path_depth=4
hold_path.class=primary input to primary output

[drt]
drt-wirelength-per-cell_um=17.9
routed_wl_mm=18.8
first_iter_violations=321
drc_errors=0
viasPerCell=5.08
first_pass_iters=5
ant_nets=0
vias=5328

[place]
pre_cts_slack_ns=10.23
numPlacedInstances=1048
dpl.hpwl_mm=16.4
place_congestion=0.972
portBuffers=217

[floorplan]
core_area_um2=17200
die_area_um2=23100
row_count=48
die_w_um=152
pin_count=217
initCoreUtil_pct=25.7
dieHeight_um=152

[yosys]
ys_warn_count=0
ys_cells=627
syn_area_per_cell_um2=7.04
ys_area_um2=4410
syn_inst=627
ys_seq_share_pct=0
synth.distinct_cells=59
syn-cell-area_um2=4410

[worst_setup_path]
path_cells=clkdlybuf4s50_1 > xnor2_1 > nand3_1 > a211oi_4 > buf_4 > mux2i_1 > o21ai_0 > ha_1 > fa_1 > nand3_1 > a21oi_1 > o21ai_0 > a2111oi_0 > o21ai_0 > nand2b_1 > a31oi_1 > xnor2_1 > o22ai_1 > clkdlybuf4s50_1
cp_common_cell=o21ai_0
crit_arrival_ns=9.74
start_kind=primary input
cp_slowest_cell=buf_4
critical_path_required_ns=20.00
slowest_delay_ns=0.52
crit_fanout=32
path_class=primary input to primary output
critPathCaptureType=primary output

[job]
cap_violations=0
tool_warnings=39

[power_and_ir_drop]
p_seq_share_pct=0
internal_power_mw=0.0729
ir_drop_v=0.00000607
power_frac_comb_pct=100.0
power.switching_mw=0.0689
p_per_area_nw_per_um2=20.8
pwr-share-clk_pct=0
p_leak_nw=2.64
switching_share_pct=48.6

[timing]
finalSetupViolations=0
timing.final.crit_period_ns=14.74
fmax_mhz=67.8
finalMaxSlewViolations=0
worst_pin_slew_ns=0.896
min_period_over_period_pct=59.0
rsz0062_at_grt=no
worst_slack_ns=10.26
fin_setup_tns_ns=0
hold_viol_final=0
relSlewSlack_pct=39.8

[clock_tree]
post_cts_hold_buffer_count=0
cts_setup_buffers=0
cts_resized=0

[global_routing]
grt_pass1_vias=5149
overflow=0
track_usage_pct=15.2
antenna_found_initial=1
grt_start_max_net_pins=65
grt_pass1_wl_mm=28.9

[outcome]
status=finished clean

[placed cells by master, fill, tap and decap left out, types with 4 or more instances in the layout]
| cell | synthesis | final |
|---|---|---|
| xnor2_1 | 38 | 38 |
| nand2b_1 | 9 | 9 |
| clkdlybuf4s50_1 | 0 | 217 |
| ha_1 | 69 | 69 |
| o21ai_0 | 66 | 66 |
| xor2_1 | 28 | 28 |
| inv_1 | 11 | 11 |
| a21o_1 | 35 | 35 |
| a21boi_0 | 4 | 4 |
| a211oi_1 | 9 | 9 |
| nand2_1 | 68 | 68 |
| a21oi_1 | 53 | 53 |
| o22ai_1 | 30 | 30 |
| a31oi_1 | 10 | 10 |
| nand3_1 | 9 | 9 |
| and2_1 | 5 | 5 |
| o211ai_1 | 6 | 6 |
| o21bai_1 | 6 | 6 |
| and3_1 | 10 | 10 |
| nor3_1 | 7 | 7 |
| buf_4 | 0 | 5 |
| nor2b_1 | 11 | 11 |
| nand4_1 | 9 | 9 |
| nor2_1 | 27 | 27 |
| mux2i_1 | 34 | 34 |
[worst max-delay path, delay by kind of cell]
kind,cells,cell delay [ns]
AND/OR/NAND/NOR,3,0.44
XOR/XNOR,2,0.21
buffers and inverters,3,1.55
adder cells (fa/ha/maj),2,0.71
multiplexers,1,0.24
AND-OR/OR-AND,8,1.56
[worst paths after layout]
path,from,endpoint,slack [ns]
max,A_addr_Rs1_i[2],pc_taken[24],10.26
min,Opcode_i[0],pcmux_sel_i,11.04
[stage by stage]
| step | hold slack [ns] | cell area (um^2) | total power, mW |
|---|---|---|---|
| 2_1_floorplan | 10.07 | 4410 | 0.0862 |
| 3_3_place_gp | 11.03 | 6810 | 0.141 |
| 3_5_place_dp | 11.04 | 6810 | 0.140 |
| 4_1_cts | 11.04 | 6810 | 0.141 |
| 5_1_grt | 11.10 | 6810 | 0.156 |
| 6_report | 11.04 | 6810 | 0.142 |
[synth_stat cells (all sizes together), types with 2 or more instances]
| cell type | n | area (um^2) |
|---|---|---|
| a2111oi | 2 | 36.3 |
| a211oi | 12 | 105 |
| a21boi | 6 | 45.0 |
| a21o | 35 | 263 |
| a21oi | 53 | 265 |
| a221oi | 3 | 32.5 |
| a22o | 2 | 17.5 |
| a31oi | 10 | 62.6 |
| a41oi | 2 | 25.0 |
| and2 | 5 | 31.3 |
| and3 | 11 | 73.8 |
| buf | 5 | 30.0 |
| clkbuf | 21 | 78.8 |
| fa | 2 | 40.0 |
| ha | 69 | 863 |
| inv | 11 | 41.3 |
| mux2i | 34 | 340 |
| nand2 | 68 | 255 |
| nand2b | 9 | 56.3 |
| nand3 | 9 | 45.0 |
| nand4 | 9 | 56.3 |
| nor2 | 27 | 101 |
| nor2b | 11 | 68.8 |
| nor3 | 7 | 35.0 |
| nor3b | 3 | 22.5 |
| o2111ai | 2 | 17.5 |
| o211ai | 6 | 45.0 |
| o21a | 3 | 22.5 |
| o21ai | 69 | 349 |
| o21bai | 6 | 45.0 |
| o22ai | 30 | 188 |
| o31ai | 3 | 27.5 |
| o41ai | 2 | 17.5 |
| or3 | 2 | 12.5 |
| xnor2 | 38 | 333 |
| xor2 | 28 | 245 |
[layout make-up]
| cell class | count | share of cell area [%] |
|---|---|---|
| Multi-Input combinational cell | 590 | 62.8 |
| Timing Repair Buffer | 222 | 32.4 |
| Tap cell | 225 | 4.13 |
| Inverter | 11 | 0.606 |
| Antenna cell | 1 | 0.0367 |
[per-layer routing]
layer	global-route usage, %	up-vias	wire (um)
met5	0	-	0
met4	2.25	0	322
met3	1.83	14	932
met2	25.1	174	8760
met1	21.1	2366	8750
li1	-	2774	-
[cells by family after synthesis]
kind of cell | Yosys count | synth area share [%]
AOI/OAI and AO/OA | 253 | 37.0
and+or+nand+nor | 166 | 18.3
adders and majority gates | 71 | 20.5
xor gates and xnor gates | 66 | 13.1
buffers and inverters | 37 | 3.40
muxes | 34 | 7.71
[power groups by stage]
stage	clock (mW)	sequential [mW]	combinational, mW
4_1_cts	0	0	0.141
5_1_grt	0.00000000535	0	0.156
6_report	0.00000000536	0	0.142
Power figures rest on the tool's default switching activity, not on a simulated workload.
