<file path="flow/constraint.sdc">
current_design immgen

set clk_period 4.4
set clk_io_pct 0.2

create_clock -name clk0 -period $clk_period

set non_clock_inputs [all_inputs -no_clocks]
set_input_delay [expr $clk_period * $clk_io_pct] -clock clk0 $non_clock_inputs
set_output_delay [expr $clk_period * $clk_io_pct] -clock clk0 [all_outputs]
</file>
<file path="flow/config.mk">
export PLATFORM = sky130hd
export DESIGN_NAME = immgen
export DESIGN_NICKNAME = immgen
export VERILOG_FILES = /design/flow/design.v
export SDC_FILE = /design/flow/constraint.sdc
export NUM_CORES = 4
export LEC_CHECK = 1
export CORE_AREA = 10 10 77 77
export DIE_AREA = 0 0 87 87
</file>
<file path="flow/run.sh">
#!/bin/bash
# OpenROAD 26Q1-2900-gdf79404cd8, Yosys 0.63+post, stock flow scripts
make -C /OpenROAD-flow-scripts/flow DESIGN_CONFIG=/design/flow/config.mk WORK_HOME=/design/flow/orfs finish
</file>
<file path="flow/design.v">
module immgen (
  input  logic [31:0] inst_i,
  output logic [31:0] imm_o
);
  always @ (inst_i) begin : immgen_always
    case (inst_i[6:0])
      7'b0010011: begin
        if (inst_i[14:12] == 3'h3) begin : SetLessThanImmUnsigned
          imm_o = {{20{1'b0}}, inst_i[31:20]};
        end else if (inst_i[14:12] == 3'h1 || inst_i[14:12] == 3'h5) begin : ShiftLogicalImm
          imm_o = {{20{1'b0}}, inst_i[31:20]};
        end else begin
          imm_o = {{20{inst_i[31]}}, inst_i[31:20]};
        end
      end
      7'b0000011: begin
        if (inst_i[14:12] == 3'h4 || inst_i[14:12] == 3'h5) begin : LoadUnsigned
          imm_o = {{20{1'b0}}, inst_i[31:20]};
        end else begin
          imm_o = {{20{inst_i[31]}}, inst_i[31:20]};
        end
      end
      7'b1100111: begin
        imm_o = {{20{inst_i[31]}}, inst_i[31:20]};
      end
      7'b1110011: begin
        imm_o = {{20{inst_i[31]}}, inst_i[31:20]};
      end
      7'b0100011: begin
        imm_o = {{20{inst_i[31]}}, inst_i[31:25], inst_i[11:7]};
      end
      7'b1100011: begin
        if (inst_i[14:12] == 3'h6 || inst_i[14:12] == 3'h7) begin : BranchUnsigned
          imm_o = {{19{1'b0}}, inst_i[31], inst_i[7], inst_i[30:25], inst_i[11:8], 1'b0};
        end else begin
          imm_o = {{19{inst_i[31]}}, inst_i[31], inst_i[7], inst_i[30:25], inst_i[11:8], 1'b0};
        end  
      end
      7'b1101111: begin
        imm_o = {{11{inst_i[31]}}, inst_i[31], inst_i[19:12], inst_i[20], inst_i[30:21], 1'b0};
      end
      7'b0110111, 7'b0010111: begin
          imm_o = {inst_i[31:12], 12'h000};
      end
      default: imm_o = 32'h0000_0000;
    endcase
  end
endmodule
</file>
==> summary.txt <==
Notes from the flow run.

Run status:
- The flow ran to the end, and the final reports show no timing, DRC or antenna violations.

Worst setup path:
- The critical path's slowest stage uses the library cell sky130_fd_sc_hd__clkdlybuf4s50_1.
- The run puts the worst path arrival time at 3.13 ns.
- The run puts the worst path required time at 3.52 ns.
- The run gives the critical path class as in -> out.
- Max fanout on the critical path was recorded as 11.
- The worst setup path is launched from a primary input.
- The run puts the worst stage delay on the critical path at 0.69 ns.
- Walking the worst path, the cells encountered are clkdlybuf4s50_1 -> nand3_1 -> and4_1 -> o21ai_1 -> nand3_1 -> clkdlybuf4s50_1.
- The run gives the endpoint class of the critical path as an output pin.

Placed design:
- The run puts the post-place instance area at 0.001210 mm2.
- The run puts the routability-driven placement congestion ratio at 0.8186.
- The count of buffers added on input and output ports is 64.
- The run gives the cell count after placement as 203.
- The run puts the HPWL after detailed placement at 2507 um.

Route:
- The run gives the vias after detailed routing as 908.
- The run puts the tally of nets with antenna violations remaining after routing at 0.
- The run puts the detailed router's first-iteration violation count at 37.
- The run puts the number of diodes added for antenna fixing at 0.
- After detailed routing, the total wire length is 2955 um.
- The first detailed-routing pass ran for 4 iterations.
- The routed design shows a wire length per standard cell of 14.56 um.
- The run puts the number of remaining DRC errors at 0.
- The run puts the via count normalized by instance count at 4.473.

Timing:
- The run gives the fmax as 249.5 MHz.
- The run puts the tightest slew margin relative to the limit at 47.90%.
- The run gives the number of endpoints with negative hold slack in the final report as 0.
- Setup repair after global routing left no endpoint under its margin.
- The run puts the final clock period utilization by the worst path at 91.08%.
- The run puts the transition at the pin with the smallest max-transition slack at 0.7762 ns.
- The run gives the shortest clock period the worst path allows after layout as 4.007 ns.
- The run puts the summed negative setup slack over all endpoints at 0 ns.
- The run gives the post-route worst hold slack as 2.683 ns.
- The run puts the setup violation total in the final timing report at 0.
- The run puts the count of final max-slew check failures at 0.

Cells and area:
- The run puts the area taken by flip-flops and latches at 0 um2.
- Counting the clock-network buffers in the layout gives 0.
- The run puts the count of filler cells inserted in the layout at 476.
- The run gives the fraction of final layout cells with drive strength greater than 1 as 2.649%.
- The run gives the layout sequential cell count as 0.
- The run puts the number of non-filler instances in the completed layout at 203.
- The run gives the layout-stage area growth over the synthesis result as 119.3%.
- The run puts the final cell area excluding filler cells at 0.001210 mm2.

Global route:
- The run gives the remaining global-route overflow as 0.
- The run puts the initial antenna violation count at 0.
- The run gives the global-route usage over all layers as 7.556%.
- The run puts the global-route wire length before repair at 4830 um.
- Entering global routing, the biggest net connects 20 pins.
- The run gives the number of global-route vias before repair as 906.

Flow run:
- The run reported a max-capacitance violation count of 0.
- In this run the tools logged warnings totalling 32.

Floorplanning:
- In this run the vertical extent of the chip is 87 um.
- The floorplan step records an initial core utilization of 12.67%.
- The run puts the width of the chip at 87 um.
- The run puts the number of primary I/O pins at 64.
- The run gives the number of rows in the core area as 24.
- The run puts the die area at 0.007569 mm2.
- Per the OpenROAD floorplan log, the area of the core is 0.004354 mm2.

Clocking:
- The number of gates resized after CTS was 0.
- Post-CTS timing repair inserted 0 buffers for setup.
- The run gives the number of hold buffers added after CTS as 0.

Power and ir drop:
- The run puts the maximum vdd drop at 0.01219 mV.
- The run puts the share of power burned in combinational logic at 100.0%.
- The run gives the switching portion of total power as 33.89%.
- The power report puts the leakage power at 0.4811 nW.
- The flow reports that sequential cells draw 0% of the design power.
- The run gives the internal power contribution as 0.04358 mW.
- The run gives the power per cell area as 54.48 mW/mm2.
- The run puts the switching power at 0.02234 mW.
- Per report_power, the clock group accounts for 0% of the total.

Yosys:
- The run gives the number of cell instances after yosys synthesis as 95.
- The run gives the yosys stat chip area as 551.8 um2.
- In the Yosys stats the netlist draws on 34 distinct library cells.
- The run puts the mean post-synth cell area at 5.808 um2.
- The run puts the number of warnings issued by yosys at 1.
- The run puts the part of the Yosys area used for sequential elements at 0%.
- The run puts the area of the mapped netlist at 551.8 um2.
- The run gives the number of cells produced by synthesis as 95.

Worst hold path:
- The run gives the path category of the worst min-delay check as in -> out.
==> cells in the mapped netlist (all sizes together) <==
| cell | count | share of area (%) |
|---|---|---|
| nand3b | 1 | 1.4 |
| a31oi | 2 | 2.3 |
| nand4b | 1 | 1.6 |
| nand2 | 22 | 15 |
| and3b | 1 | 1.6 |
| clkbuf | 1 | 0.68 |
| mux2i | 1 | 1.8 |
| o2bb2ai | 1 | 1.6 |
| nand3 | 21 | 19 |
| a21oi | 2 | 3.9 |
| a22o | 4 | 6.3 |
| xor2 | 1 | 1.6 |
| a2111oi | 1 | 1.6 |
| nor3 | 1 | 1.8 |
| and2 | 1 | 1.1 |
| and4 | 1 | 1.6 |
| a32oi | 1 | 1.6 |
| o221ai | 1 | 1.6 |
| a21boi | 1 | 1.4 |
| nor2 | 4 | 3.2 |
| and3 | 1 | 1.1 |
| a21o | 2 | 2.7 |
| inv | 2 | 1.4 |
| o22ai | 2 | 2.3 |
| o21ai | 4 | 3.6 |
| buf | 7 | 7.9 |
| or3b | 1 | 2.0 |
| nor2b | 6 | 6.8 |
| a2bb2oi | 1 | 1.6 |
==> cell type report <==
type | count | area (um2) | area share, %
Inverter | 2 | 7.507 | 0.6205
Tap cell | 52 | 65.06 | 5.377
Multi-Input combinational cell | 85 | 496.7 | 41.05
Timing Repair Buffer | 64 | 640.6 | 52.95
==> worst max-delay path: cells and delay by family <==
| family | cells | cell delay [ns] |
|---|---|---|
| buffers and inverters | 2 | 1.14 |
| and+or+nand+nor | 3 | 0.49 |
| AOI/OAI and AO/OA | 1 | 0.61 |
==> routing by layer <==
| metal | GRT usage, % | part of all wire (%) |
|---|---|---|
| met1 | 8.929 | 40 |
| met2 | 12.86 | 44 |
| met3 | 3.585 | 16 |
| met4 | 0 | 0 |
| met5 | 0 | 0 |
==> per-stage QoR <==
stage / power [mW] / util [%] / worst slack (ns)
floorplan: 0.01887 / - / 1.702
global placement: 0.06621 / 27.79 / 0.3710
detailed placement: 0.06638 / 27.79 / 0.3345
CTS: 0.06675 / 27.79 / 0.3267
global route: 0.07251 / 27.79 / 0.2035
finish: 0.06592 / 27.79 / 0.3926
==> cell families (layout without fill, tap and decap cells) <==
logic type             Yosys count  in the layout  synth area share (%)
AND-OR/OR-AND                   22             22                 30.39
multiplexers                     1              1                 1.814
XOR/XNOR                         1              1                 1.588
AND/OR/NAND/NOR                 61             61                 56.24
buffers and inverters           10             66                 9.977
==> worst paths after layout <==
| kind | start | slack [ns] | endpoint | cells after the start |
|---|---|---|---|---|
| setup / recovery | inst_i[6] | 0.39 | imm_o[28] | 6 |
| hold / removal | inst_i[19] | 2.68 | imm_o[19] | 4 |
==> power groups by stage <==
stage	Clock (mW)	Sequential [mW]	Combinational, mW
6_report	0	0	0.0659
5_1_grt	0	0	0.0725
4_1_cts	0	0	0.0668
==> cell usage in the layout (no fill, tap or decap), types with 2 or more instances in the layout <==
cell	n
sky130_fd_sc_hd__nand3_1	21
sky130_fd_sc_hd__nor2b_1	6
sky130_fd_sc_hd__inv_1	2
sky130_fd_sc_hd__o21ai_1	2
sky130_fd_sc_hd__o21ai_0	2
sky130_fd_sc_hd__nand2_1	22
sky130_fd_sc_hd__a22o_1	4
sky130_fd_sc_hd__a21o_1	2
sky130_fd_sc_hd__a31oi_1	2
sky130_fd_sc_hd__o22ai_1	2
sky130_fd_sc_hd__nor2_1	3
sky130_fd_sc_hd__clkdlybuf4s50_1	64
No activity file was given, so power comes from the tool's default toggle rates.
